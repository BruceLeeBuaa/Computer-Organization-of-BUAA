[flow/config.mk]
export PLATFORM = sky130hd
export DESIGN_NAME = MUX_3to1_memtoreg
export DESIGN_NICKNAME = MUX_3to1_memtoreg
export VERILOG_FILES = /design/flow/design.v
export SDC_FILE = /design/flow/constraint.sdc
export NUM_CORES = 4
export LEC_CHECK = 1
export CORE_AREA = 10 10 76 76
export DIE_AREA = 0 0 86 86
[flow/constraint.sdc]
current_design MUX_3to1_memtoreg

set clk_period 3.4
set clk_io_pct 0.2

create_clock -name clk0 -period $clk_period

set non_clock_inputs [all_inputs -no_clocks]
set_input_delay [expr $clk_period * $clk_io_pct] -clock clk0 $non_clock_inputs
set_output_delay [expr $clk_period * $clk_io_pct] -clock clk0 [all_outputs]
[flow/design.v]
`timescale 1ns / 1ps
module MUX_3to1_regdst(
    input [4:0] in1,
    input [4:0] in2,
    input [1:0] op,
    output [4:0] out
    );
	 assign out=(op==2'b00)?in1:
			      (op==2'b01)?in2:
					(op==2'b10)?5'b11111:
					5'b0;
endmodule
module MUX_2to1_alusrc(
    input [31:0] in1,
    input [31:0] in2,
    input op,
    output [31:0] out
    );
	 assign out=(op==0)?in1:in2;
endmodule
module MUX_3to1_memtoreg(
    input [31:0] in1,
    input [31:0] in2,
    input [31:0] in3,
    input [1:0] op,
    output [31:0] out
    );
	 assign out=(op==2'b00)?in1:
			      (op==2'b01)?in2:
					(op==2'b10)?in3:
					32'b0;
endmodule
module MUX_2to1_lb(
    input [31:0] in1,
    input [31:0] in2,
    input op,
    output [31:0] out
    );
	 assign out=(op==0)?in1:in2;
endmodule
module MUX_2to1_sb(
    input [31:0] in1,
    input [31:0] in2,
    input op,
    output [31:0] out
    );
	 assign out=(op==0)?in1:in2;
endmodule
[flow/run.sh]
#!/bin/bash
# OpenROAD 26Q1-2900-gdf79404cd8, Yosys 0.63+post, stock flow scripts
make -C /OpenROAD-flow-scripts/flow DESIGN_CONFIG=/design/flow/config.mk WORK_HOME=/design/flow/orfs finish
==> flow_summary.yaml <==
# implementation run metrics
global_route:
  grt-ovfl-total: 0
  antenna_found_initial: 0
  grt_first_pass_wirelength_mm: 6.403
  grt_pass1_vias: 1150
  grt_max_degree: 33
  grt_usage_pct: 10.66
min_path:
  holdPathEnd: "out[11]"
  hold_path_depth: 3
  min_from: "in3[11]"
  hp-class: "primary input to output pin"
logic_synthesis:
  syn-cell-area_sq_um: 787.0
  ys_seq_share_pct: 0
  syn_inst: 77
  top_cells_by_area: "mux2i_1, o2bb2ai_1, o2bb2ai_2"
  top_area_share_pct: 40.70
  yosys.stat.chipArea_sq_um: 787.0
  yosys_cells: 77
  synth-warning-count: 0
  synth_cell_type_count: 8
  synth_top_cell_by_area: "mux2i_1"
  synth_area_per_cell_sq_um: 10.22
detailed_routing:
  dr_wl_met3_um: 544
  num_vias: 1074
  drc_errors: 0
  wl_mm: 4.456
  antenna_cells: 0
  dr.pass1.iters: 2
  top_layer: "met3"
  met2WireLength_mm: 2.260
  viasPerCell: 4.296
  drt-met1-wl_mm: 1.651
  wl_per_cell_um: 17.82
  antenna_left: 0
  drt_iter0_markers: 13
place:
  pre_cts_slack_ps: 500.2
  io_buffers: 130
  dpl-instance-area_sq_um: 2086
  gp_congestion: 0.8327
  dp_hpwl_mm: 3.976
worst_setup_path:
  critical_path_class: "primary input to output pin"
  startpoint_type: "primary input"
  crit_path_end_kind: "output pin"
  crit_required_ps: 2720
  crit_fanout: 14
  cp.arrival_ps: 2200
sta:
  finalHoldViolCount: 0
  rsz0062_at_grt: "false"
  finalCritPeriodShare_pct: 84.59
  fin_crit_ps: 2876
  worst_pin_slew_ps: 546.6
  setup_slack_ps: 523.8
  max_slew_margin_pct: 63.56
  fin_setup_tns_ps: 0
  setup_viol: 0
  max_freq_ghz: 0.3477
  final-max-slew-violation-count: 0
cells_and_area:
  n_clock_buffer: 0
  syn_to_final_growth_pct: 165.0
  logic_area_sq_um: 676.9
  final_area_sq_um: 2086
  layout.area.seq_sq_um: 0
  layout-drive-gt1-share_pct: 8.500
  nFillCells: 368
  flops: 0
clock_network:
  post_cts_buffers: 0
  postCtsHoldBufs: 0
  cts_resized: 0
floorplanning:
  die_area_sq_um: 7396
  rows: 23
  pin_count: 130
  fp_util_pct: 19.12
  fp.dieH_um: 86
  core_sq_um: 4115
  die_width_um: 86
pwr:
  ir_drop_v: 0.00006373
  power.density_nw_per_um2: 122.2
  power.total_w: 0.0002549
  power_leakage_nw: 0.7996
job:
  warnings: 32
  maxCapViolCount: 0
outcome:
  status: "completed"
per-layer routing:
metal	global-route usage (%)	vias up
li1	-	567
met1	11.51	447
met2	19.47	60
met3	5.052	0
met4	0	0
met5	0	-
layout by cell type, fill, tap and decap left out:
cell type | Yosys | routed
buf_2 | 1 | 1
o2bb2ai_2 | 10 | 10
clkdlybuf4s50_1 | 0 | 129
o2bb2ai_1 | 22 | 22
buf_4 | 1 | 4
buf_12 | 0 | 1
mux2i_1 | 32 | 32
nor2b_4 | 1 | 1
power by group:
part,internal (W),switching [W]
Clock,0,0
Sequential,0,0
Combinational,0.000189,0.0000657
logic make-up after synthesis:
family                 after synthesis  synth area share, %
muxes                               32                40.70
AOI/OAI and AO/OA                   32                43.56
buffers and inverters               12                13.99
and+or+nand+nor                      1                1.748
critical path, cell delays in order:
cell             delay (ps)
clkdlybuf4s50_1         480
nor2b_4                 160
buf_4                   240
o2bb2ai_1               140
clkdlybuf4s50_1         490
synthesized netlist by cell type:
| library cell | n |
|---|---|
| buf_2 | 1 |
| buf_4 | 1 |
| clkbuf_1 | 2 |
| buf_6 | 8 |
| mux2i_1 | 32 |
| o2bb2ai_1 | 22 |
| o2bb2ai_2 | 10 |
| nor2b_4 | 1 |
worst max path at each step:
stage / from / to / slack [ps] / cells past startpoint
5_1_grt: op[1] / out[14] / 420 / 5
4_1_cts: op[1] / out[13] / 500 / 5
6_report: op[1] / out[13] / 520 / 5
metrics by stage:
step                      util (%)  cells  hold WS, ps
after global routing         50.68    250         2296
after detailed placement     50.68    250         2284
after floorplan                  -     77         1423
after global placement       50.68    250         2289
final                        50.68    250         2277
after CTS                    50.68    250         2288
final cells by class:
class                           count  share of cell area [%]
Timing Repair Buffer              135                   64.55
Multi-Input combinational cell     65                   32.45
Tap cell                           50                   2.999
No activity file was given, so power comes from the tool's default toggle rates.
