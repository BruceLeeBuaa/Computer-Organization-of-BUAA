==> flow/design.v <==
`timescale 1ns / 1ps
module NPC(
    input [31:0] pc,
    input [25:0] jump_imm,
    input [1:0] npc_sel,
    input [15:0] branch_imm,
    input [31:0] rs_rd1,
    output [31:0] jal_ra,
    output reg [31:0] npc
    );
	 assign jal_ra=pc+4;
	 wire [31:0] branch_signimm;
	 assign branch_signimm=$signed(branch_imm);
	 always@(*)begin
	     case(npc_sel)
		      2'b00:npc<=pc+4;
				2'b01:npc<=pc+4+$signed(branch_signimm<<2);
				2'b10:npc<={pc[31:28],jump_imm,2'b0};
				2'b11:npc<=rs_rd1;
		  endcase
	 end
endmodule
==> flow/run.sh <==
#!/bin/bash
# OpenROAD 26Q1-2900-gdf79404cd8, Yosys 0.63+post, stock flow scripts
make -C /OpenROAD-flow-scripts/flow DESIGN_CONFIG=/design/flow/config.mk WORK_HOME=/design/flow/orfs finish
==> flow/config.mk <==
export PLATFORM = sky130hd
export DESIGN_NAME = NPC
export DESIGN_NICKNAME = NPC
export VERILOG_FILES = /design/flow/design.v
export SDC_FILE = /design/flow/constraint.sdc
export NUM_CORES = 4
export LEC_CHECK = 1
export CORE_AREA = 10 10 119 119
export DIE_AREA = 0 0 129 129
==> flow/constraint.sdc <==
current_design NPC

set clk_period 10.0
set clk_io_pct 0.2

create_clock -name clk0 -period $clk_period

set non_clock_inputs [all_inputs -no_clocks]
set_input_delay [expr $clk_period * $clk_io_pct] -clock clk0 $non_clock_inputs
set_output_delay [expr $clk_period * $clk_io_pct] -clock clk0 [all_outputs]
==> reports/qor.yml <==
status: "completed"
leakage_nw: 1.864
critPathKind: "in -> out"
antenna_found_initial: 0
xor_area_share_pct: 17.10
vias_per_cell: 5.082
dieArea_mm2: 0.01664
synth-warning-count: 1
ios: 172
warning_count: 36
min_period_ns: 8.428
postRouteAntennaNets: 0
grt_overflow: 0
grt_max_degree: 43
comb_area_mm2: 0.002754
powerDensity_mw_per_mm2: 53.85
max_freq_ghz: 0.1186
wire_per_inst_um: 18.24
tns_ns: 0
hold_violations: 0
topCombFamilyByArea: "AND-OR/OR-AND gates"
syn_inst: 370
cts_resized: 0
seq_cell_count: 0
die_y_um: 129
grt_pass1_vias: 3559
regArea_um2: 0
syn-cell-area_mm2: 0.002869
syn_avg_cell_area_um2: 7.754
postCtsSetupBuffers: 0
yosys.area_share.aoi_pct: 24.33
synth_cell_type_count: 53
worst_pin_slew_ns: 0.7369
ir_drop_v: 0.00001825
max-cap-violations: 0
place_congestion: 0.8743
chipWidth_um: 129
design_area_mm2: 0.004708
drc: 0
ys_sh_simple_pct: 19.45
holdPathStages: 2
setup.worst_path.end_class: "output pin"
grt_pass1_wl_mm: 19.40
drive_above_1_share_pct: 6.805
placementRows: 39
dpl_cell_area_mm2: 0.004708
synth_stat.cells: 370
io_buffers: 172
grt_use_total_pct: 14.34
worstPathMaxFanout: 5
clkbuf_count: 0
crit_arrival_ns: 6.43
vias: 3415
hold_buffers: 0
ys_seq_share_pct: 0
mux_area_share_pct: 19.58
finalSetupViolations: 0
period_used_pct: 84.28
core_area_mm2: 0.01152
routed_wl_mm: 12.26
slew_viol_final: 0
dr.pass1.iters: 4
fill_cells: 1133
start_kind: "input pin"
yosys-stat-area_mm2: 0.002869
slew_headroom_pct: 50.72
syn2layout_area_growth_pct: 64.11
synthAdderAreaFrac_pct: 15.53
dp_hpwl_mm: 10.53
layout_setup_ws_ns: 1.572
rsz0062_at_grt: "false"
num_antenna_cells: 0
dp_slack_ns: 1.562
first_iter_violations: 188
floorplan.core_util_pct: 24.91
required_ns: 8.00
worstHoldPathType: "in -> out"
==> area by class of cell <==
cell class	count	share of cell area [%]
multi-input combinational	342	58.49
timing repair buffer	174	36.67
inverter	13	1.036
tap	143	3.800
==> critical path, stage by stage <==
cell and delay, ns:
clkdlybuf4s50_1 0.54, and4_1 0.25, and4_1 0.35, nand3_1 0.26, nor2_1 0.19, xor2_1 0.36
ha_1 0.36, nand4_1 0.15, nor4_1 0.09, a22o_1 0.20, a21oi_1 0.16, o211ai_1 0.22
a221o_1 0.39, xor2_1 0.15, mux2i_1 0.15, o21ai_1 0.13, clkdlybuf4s50_1 0.49
==> synthesized netlist by cell type, types with 4 or more instances <==
cell type	number	area, µm²
ha_1	34	425.4
nand3_1	10	50.05
xnor2_1	38	332.8
mux4_2	19	427.9
xor2_1	18	157.7
and3_1	9	56.30
mux2i_1	10	100.1
o21ai_0	11	55.05
nand4_1	12	75.07
a21oi_1	39	195.2
inv_1	13	48.80
nor2_1	29	108.9
clkbuf_1	9	33.78
nor2b_1	5	31.28
o21ai_1	13	65.06
nand2b_1	5	31.28
a21o_1	12	90.09
and4_1	4	35.03
nand2_1	30	112.6
==> kinds of logic (layout without fill, tap and decap cells) <==
group / count (synthesis) / after routing
mux: 32 / 32
fa+ha+maj: 35 / 35
xor+xnor: 56 / 56
simple gates: 113 / 113
buf+inv: 28 / 187
compound gates: 106 / 106
==> routing by layer <==
metal,GRT usage (%),wire length [µm]
met5,0,0
met4,0.6020,45
met3,3.667,1023
met2,24.70,5813
met1,18.65,5374
==> cells in the final DEF, fill, tap and decap left out, drive strengths merged, types with 2 or more instances in the layout <==
cell type	count
nor4	2
and4	4
mux4	19
o211ai	2
nor3	3
o21bai	3
o31ai	4
nor2	29
nand3	10
nand2	30
nand2b	5
and3	9
xor2	18
ha	34
nor2b	5
and2	2
a221o	2
a21o	12
a31oi	2
mux2i	10
a211oi	4
clkdlybuf4s50	170
mux2	3
a211o	2
xnor2	38
buf	4
a21oi	40
o21ai	25
inv	13
nand4	12
==> path summary, 6_finish.rpt <==
kind | slack (ns) | start | endpoint
setup / recovery | 1.57 | pc[4] | npc[31]
hold / removal | 4.84 | pc[0] | jal_ra[0]
==> through the flow <==
stage | power, W | std cells | util, % | hold slack, ns
final | 0.0002535 | 672 | 40.88 | 4.841
after CTS | 0.0002565 | 672 | 40.88 | 4.849
after detailed placement | 0.0002548 | 672 | 40.88 | 4.848
after floorplan | 0.0001275 | 370 | - | 4.025
after global routing | 0.0002797 | 672 | 40.88 | 4.860
after global placement | 0.0002542 | 672 | 40.88 | 4.841
==> where the power goes <==
group / total, W / switching [W] / internal, W
Combinational: 0.000254 / 0.000103 / 0.000151
Sequential: 0 / 0 / 0
Clock: 0 / 0 / 0
Total: 0.000254 / 0.000103 / 0.000151
Power and IR drop assume default switching activity.
