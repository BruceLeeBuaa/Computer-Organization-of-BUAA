## /design/flow/config.mk

```make
export PLATFORM = sky130hd
export DESIGN_NAME = ALU
export DESIGN_NICKNAME = ALU
export VERILOG_FILES = /design/flow/design.v
export SDC_FILE = /design/flow/constraint.sdc
export NUM_CORES = 4
export LEC_CHECK = 1
export CORE_UTILIZATION = 40
```

## /design/flow/run.sh

```bash
#!/bin/bash
# OpenROAD 26Q1-2900-gdf79404cd8, Yosys 0.63+post, stock flow scripts
make -C /OpenROAD-flow-scripts/flow DESIGN_CONFIG=/design/flow/config.mk WORK_HOME=/design/flow/orfs finish
```

## /design/flow/constraint.sdc

```tcl
current_design ALU

set clk_period 17.5
set clk_io_pct 0.2

create_clock -name clk0 -period $clk_period

set non_clock_inputs [all_inputs -no_clocks]
set_input_delay [expr $clk_period * $clk_io_pct] -clock clk0 $non_clock_inputs
set_output_delay [expr $clk_period * $clk_io_pct] -clock clk0 [all_outputs]
```

## /design/flow/design.v

```verilog
`timescale 1ns / 1ps
module ALU(
    input [31:0] A,
    input [31:0] B,
    input [2:0] aluop,
	 input [4:0] shift,
    output [31:0] alu_out,
    output zero,
	 output bgezal_op
    );
	 assign alu_out=(aluop==3'b000)?(A+B):
						 (aluop==3'b001)?(A+~B+1):
						 (aluop==3'b010)?(A|B):
						 (aluop==3'b011)?(A&B):
						 (aluop==3'b100)?{31'b0,($signed(A))<($signed(B))}:
						 (aluop==3'b101)?(B<<A[4:0]):
						 (aluop==3'b110)?(B<<shift):
						 (($signed(B))>>>A[4:0]);
	 assign zero=(alu_out==32'b0)?1'b1:1'b0;
	 assign bgezal_op=~A[31];
endmodule
```

==> impl_summary.log <==
[report] extracting results
[metrics] result of the run: finished clean
[metrics] standard cell with the maximum stage delay on the critical path: o31ai_2
[metrics] Worst Setup Start Kind: primary input
[metrics] Via density: 6.589
[metrics] weighted congestion at the end of routability-driven global placement: 1.091
[metrics] setup repair after global routing missed its margin: false
[metrics] pin count of the biggest net entering global routing: 63
[metrics] post-synthesis sequential area ratio: 0
[metrics] total cells reported by yosys after synthesis: 1423
[metrics] Post-Syn Area per Cell: 6.733 µm²
[metrics] Reg area: 0 µm²
[metrics] element type at the critical path end: output pin
[metrics] Relative slew margins: 0.3803
[metrics] final critical path time including I/O delays and setup: 12.70 ns
[metrics] DRC violations left: 0
[metrics] data required time at the worst endpoint: 14.00 ns
[metrics] reported net switching power: 0.0002489 W
[metrics] path category of the worst min-delay check: in2out
[metrics] register share of total power: 0
[metrics] core box area: 23470 µm²
[metrics] floorplan core density: 0.4082
[metrics] half-perimeter wire length after detailed placement: 39.28 mm
[metrics] number of hold violations in the final report: 0
[metrics] total power per unit cell area: 37.26 nW/µm²
[metrics] Fin Hold WS: 7.991 ns
[metrics] buffer-and-inverter tally for the worst setup path: 4
[metrics] Clock buffer cells: 0
[metrics] Port Buffer Count: 106
[metrics] leak pwr: 4.572 nW
[metrics] Mapped Area: 9582 µm²
[metrics] DRT Pass-1 Iters: 7
[metrics] overall via count from detail_route: 11780
[metrics] Yosys Warn Count: 0
[metrics] worst path arrival time: 9.20 ns
[metrics] post-cts repair resize count: 0
[metrics] slew at the pin closest to its max-slew limit: 0.9252 ns
[metrics] post-cts hold buffer count: 0
[metrics] Clock power frac: 0
[metrics] max-slew violation total from the final report: 0
[metrics] proportion of layout cells with a drive suffix above 1: 0.08033
[metrics] post-detailed-route count of antenna-violating nets: 0
[metrics] Internal Dissipation: 0.0001566 W
[metrics] area growth from synthesis to final layout: 13.57%
[metrics] via count of the first global-routing pass: 10850
[metrics] chain of cells forming the critical path: clkdlybuf4s50_1, buf_4, inv_2, ha_1, nor2_1, o311ai_1, a21oi_1, o31ai_2, a22o_1, xnor2_1, nor2_1, or4b_1, nor4_1, nand4_1, nor4_2, clkdlybuf4s50_1
[metrics] tool warnings: 96
[metrics] Flops: 0
[metrics] Inserted Diodes: 0
[metrics] fmax: 78.75 MHz
[metrics] final standard cell utilization of the core: 0.4636
[metrics] final-report setup violation count: 0
[metrics] delay of the slowest cell on the worst path: 0.64 ns
[metrics] cell row count: 56
[metrics] GRT Resource Usage Total: 0.4077
[metrics] Die Wd: 156.8 µm
[metrics] highest-count cells in the layout ignoring fill and taps: nand2_1, nor2_1, a21oi_1
[metrics] net switching fraction of the power: 0.6139
[metrics] total instance count after detailed placement: 1788
[metrics] maximum resistive drop on vdd: 0.02400 mV
[metrics] placement-stage worst setup slack: 4.951 ns
[metrics] final wirelength: 49.53 mm
[metrics] Die Outline Area: 24580 µm²
[metrics] number of standard cells in the layout, taps in and fillers out: 1788
[metrics] final cycle utilization of the critical path: 0.7256
[metrics] Congestion Overflow GR: 0
[metrics] portion of total power attributed to combinational logic: 1.000
[metrics] maxcap violations: 0
[metrics] Filler Cell Count: 2483
[metrics] start point of the critical path: A[2]
[metrics] number of setup buffers added after CTS: 0
[metrics] Hold Path Origin: A[31]
[metrics] IO Pins: 106
[metrics] die boundary height: 156.8 µm
[metrics] peak fanout along the critical path: 37
[metrics] wire length of the first global-routing pass: 72.32 mm
[metrics] number of different library cells in the post-synthesis netlist: 88
[metrics] routed len/inst: 27.70 µm
[metrics] setup_tns: 0 ns
[metrics] critical path start-end classification: in2out
[metrics] yosys synthesis chip area: 9582 µm²
[metrics] Worst path top cell family by delay: AND-OR/OR-AND gates
[metrics] first-iteration detailed-routing DRC count: 1193
[metrics] Gate Count Post-Synth: 1423
[metrics] fin worst setup slack: 4.802 ns
[metrics] commonest non-fill, non-tap cell in the layout: nand2_1
[metrics] initial antenna violation count: 1
## worst min-delay path, delay by kind of cell
family / cells / cell delay [ns]
buf+inv: 3 / 0.99
## stage by stage
step / total power, W / area [µm²]
after floorplan: 0.0002360 / 9582
after global placement: 0.0003946 / 10880
after detailed placement: 0.0003916 / 10880
after CTS: 0.0003939 / 10880
after global routing: 0.0004297 / 10880
final: 0.0004055 / 10880
## synthesized netlist by cell type, types with 6 or more instances
cell type,count,share of area
a211o_1,7,0.0064
a211oi_1,25,0.020
a21o_1,18,0.014
a21oi_1,108,0.056
a22oi_1,17,0.013
a31oi_1,24,0.016
a32oi_1,6,0.0055
and2_1,8,0.0052
and3_1,7,0.0046
buf_1,11,0.0043
buf_2,19,0.0099
clkbuf_1,62,0.024
ha_1,96,0.13
inv_1,99,0.039
mux2_2,28,0.033
mux2i_1,91,0.095
mux4_2,23,0.054
nand2_1,144,0.056
nand2b_1,22,0.014
nand3_1,41,0.021
nand3b_1,6,0.0047
nand4_1,13,0.0085
nor2_1,119,0.047
nor2b_1,12,0.0078
nor3_1,32,0.017
nor4_1,14,0.0091
o2111ai_1,8,0.0073
o211a_1,6,0.0063
o211ai_1,27,0.021
o21a_1,12,0.0094
o21ai_0,102,0.053
o21bai_1,8,0.0063
o221ai_1,9,0.0082
o22ai_1,27,0.018
o2bb2ai_1,6,0.0055
o31ai_1,11,0.0086
or3_1,11,0.0072
xnor2_1,20,0.018
## power by group through the flow
stage / clock, W / combinational, W / sequential (W)
final: 0 / 0.000405 / 0
after global routing: 0 / 0.000430 / 0
after CTS: 0 / 0.000394 / 0
## cell type report
type	count	area (µm²)	area share
Inverter	104	390.4	0.03587
Multi-Input combinational cell	1219	8751	0.8042
Timing Repair Buffer	146	1341	0.1233
Tap cell	319	399.1	0.03668
## cell families (layout without fill, tap and decap cells)
group           Yosys count  count (layout)  synth area share
compound gates          498             498            0.3497
xor+xnor                 24              24           0.02194
fa+ha+maj                98              98            0.1295
mux                     146             146            0.1887
buf+inv                 204             250           0.08710
simple gates            453             453            0.2230
## per-layer routing
metal | GRT usage | vias up | wire length (µm)
met4 | 0.1377 | 6 | 2017
li1 | - | 5439 | -
met1 | 0.5709 | 5630 | 21330
met5 | 0.03106 | - | 110
met3 | 0.06204 | 93 | 3954
met2 | 0.6360 | 614 | 22110
## final timing paths
kind                  depth (start not counted)         to
worst min-delay path                          3  bgezal_op
worst max-delay path                         16       zero
Power and IR drop assume default switching activity.
